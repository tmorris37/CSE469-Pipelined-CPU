<file path="./design.v">
`timescale 1ns/10ps
module zero_check (in, out);
	input  logic [63:0] in;
	output logic out;
	logic not_zero;
	or64_1 or_gate (.in, .out(not_zero));
	not #10 (out, not_zero);
endmodule   
module or64_1(
    output logic out,
    input  logic [63:0] in
);
    logic v0, v1, v2, v3;
    or16_1 or0 (.out(v0), .in(in[15:0]));
    or16_1 or1 (.out(v1), .in(in[31:16]));
    or16_1 or2 (.out(v2), .in(in[47:32]));
    or16_1 or3 (.out(v3), .in(in[63:48]));
    or4_1 or4 (.out(out), .in({v0, v1, v2, v3}));
endmodule   
module or32_1(
    output logic out,
    input  logic [31:0] in
);
    logic v0, v1;
    or16_1 or0 (.out(v0), .in(in[15:0]));
    or16_1 or1 (.out(v1), .in(in[31:16]));
    or #10 (out, v0, v1);
endmodule   
module or16_1(
    output logic out,
    input  logic [15:0] in
);
        logic v0, v1, v2, v3;
        or4_1 or0 (.out(v0), .in({in[0], in[1], in[2], in[3]}));
        or4_1 or1 (.out(v1), .in({in[4], in[5], in[6], in[7]}));
        or4_1 or2 (.out(v2), .in({in[8], in[9], in[10], in[11]}));
        or4_1 or3 (.out(v3), .in({in[12], in[13], in[14], in[15]}));
        or4_1 or4 (.out(out), .in({v0, v1, v2, v3}));
endmodule   
module or4_1 (
    output logic out,
    input  logic [3:0] in
);
    logic v0, v1;
    or #10 (v0, in[0], in[1]);
    or #10 (v1, in[2], in[3]);
    or #10 (out, v0, v1);
endmodule   
</file>
<file path="./run.sh">
#!/bin/bash
# OpenROAD 26Q1-2900-gdf79404cd8, Yosys 0.63+post, stock flow scripts
make -C /OpenROAD-flow-scripts/flow DESIGN_CONFIG=/design/flow/config.mk WORK_HOME=/design/flow/orfs finish
</file>
<file path="./config.mk">
export PLATFORM = sky130hd
export DESIGN_NAME = or32_1
export DESIGN_NICKNAME = or32_1
export VERILOG_FILES = /design/flow/design.v
export SDC_FILE = /design/flow/constraint.sdc
export NUM_CORES = 4
export LEC_CHECK = 1
export CORE_AREA = 10 10 70 70
export DIE_AREA = 0 0 80 80
</file>
<file path="./constraint.sdc">
current_design or32_1

set clk_period 1.1
set clk_io_pct 0.2

create_clock -name clk0 -period $clk_period

set non_clock_inputs [all_inputs -no_clocks]
set_input_delay [expr $clk_period * $clk_io_pct] -clock clk0 $non_clock_inputs
set_output_delay [expr $clk_period * $clk_io_pct] -clock clk0 [all_outputs]
</file>
==> notes.md <==
run metrics: failing checks=setup timing, Power per Cell Area=244 nW/um2, gp weighted congestion=0.841, Util after Layout=13.3%, max incr delay on CP=0.27 ns, leading cell types in the layout, fill and taps excluded=sky130_fd_sc_hd__buf_2, sky130_fd_sc_hd__clkdlybuf4s15_1, sky130_fd_sc_hd__buf_6, CTS Hold Bufs=0, setup repair after global routing missed its margin=true, number of warnings in the stage logs=34, residual DRC count=0, Global Route Usage Sum=2.82%, met1 usage in global routing=3.56%, sequential share of the synthesized area=0%, run status=finished, violations left, post-synth area from yosys stat=75.1 um2, GRT busiest layer=met2, worst vdd ir=0.0000392 V, number of antenna violations at the first check in global routing=0, count of endpoints failing hold in the final timing report=0, gate count after technology mapping=11, antenna fix cells=0, Worst Hold Margin=0.788 ns, starting density of the core=2.20%, Core Area=3420 um2, shortest period the worst path allows=1.26 ns, pin count of the biggest net entering global routing=2, area leader, netlist=sky130_fd_sc_hd__nor4_1, Synth top area share=58.3%, FF/Latch Area=0 um2, worst setup slack after layout=-0.161 ns, Avg WL per Cell=10.7 um, I/O Pins=33, actual transition at the worst max-transition pin=0.210 ns, kind of start point of the critical path=input port, number of rows in the core area=21, via density per instance=2.74, number of setup violations in the final report=1, sum of negative setup slack=-0.161 ns, Max-Slew Margin vs Limit=85.9%, Clock buffer cells=0, library cell contributing the largest single delay on the critical path=sky130_fd_sc_hd__nor4_4, final worst path period share=115%, Top cells by area=sky130_fd_sc_hd__nor4_1, sky130_fd_sc_hd__nand4_1, sky130_fd_sc_hd__nor4_2, Buffers on Ports=33, largest fanout on the critical path=1, layout-stage area growth over the synthesis result=505%, routed via count=247, beginning of the worst hold path=in[29], distinct lib cells=4, number of global-route vias before repair=262, yosys warns=0, share of final-layout standard cells stronger than drive strength 1=75.0%, drt first pass iters=1, height of the die=80 um, final slew viol count=0, Seq cells=0, Iteration-0 DRC Markers=0, overflow left after global routing=0, critical path type=input port to primary output, crit path DRT=0.88 ns, global-route wire length before repair=1.45 mm, synthesized area=75.1 um2, count of cells along the worst hold path=5, worst min-delay path category=input port to primary output, met3 Track Usage GR=2.16%, element type at the critical path end=primary output, most instantiated logic cell after routing=sky130_fd_sc_hd__buf_2, maximum clock rate=0.793 GHz, number of maximum-capacitance violations=0, met2 Use GR=3.93%, number of routed nets with antenna violations=0, chip area=6400 um2, mean post-synth cell area=6.82 um2, Setup crit start=in[8], postcts setup bufs=0, final wirelength=964 um, multi-input logic area=154 um2, Horiz. Die Dim=80 um, leakage power figure=0.161 nW, cell-by-cell listing of the critical path=buf_6, nor4_4, nand4_1, or2_1, buf_2, yosys cell count=11, arrival time of the worst setup path=1.04 ns, final standard cell count with taps included and fillers excluded=90, number of filler instances in the final layout=400, Cells after DPL=90
## cell usage after synthesis (all sizes together)
cell type	number
or2	1
nand4	2
nor4	8
## metal layers
metal / share of wire, % / wire length (um)
met5: 0 / 0
met4: 0 / 0
met3: 24 / 234
met2: 33 / 322
met1: 42 / 407
## report_power, final
| group | switching, mW | internal, mW |
|---|---|---|
| logic | 0.0392 | 0.0716 |
| registers | 0 | 0 |
| clock network | 0 | 0 |
## stage by stage
stage	instance area, um2	total power, mW	worst slack (ns)
after detailed placement	463	0.123	-0.904
after CTS	437	0.104	-0.203
after global routing	454	0.118	-0.244
final	454	0.111	-0.161
after floorplan	75.1	0.00580	0.115
after global placement	463	0.121	-0.903
## final cells by class
cell class         count  area share, %
repair buffers        33           53.4
well taps             46           12.7
multi-input cells     11           33.9
## critical path: cells and delay by family
family / cells / cell delay (ns)
buffers and inverters: 2 / 0.20
and+or+nand+nor: 3 / 0.61
## repair_timing
item / 4_1_cts / 5_1_grt
pin swaps: 11 / 6
setup endpoints to repair: 1 / 1
endpoints found under the hold margin: 0 / 0
gates resized: 108 / 12
## path summary, 6_finish.rpt
kind | endpoint | slack, ns
setup / recovery | out | -0.16
hold / removal | out | 0.79
## logic make-up after synthesis
kind of cell | Yosys count | synth area share [%]
simple gates | 11 | 100
Power is estimated from default activity; no workload was simulated.
