[/design/flow/run.sh]
#!/bin/bash
# OpenROAD 26Q1-2900-gdf79404cd8, Yosys 0.63+post, stock flow scripts
make -C /OpenROAD-flow-scripts/flow DESIGN_CONFIG=/design/flow/config.mk WORK_HOME=/design/flow/orfs finish
[/design/flow/config.mk]
export PLATFORM = sky130hd
export DESIGN_NAME = DFF_32
export DESIGN_NICKNAME = DFF_32
export VERILOG_FILES = /design/flow/design.v
export SDC_FILE = /design/flow/constraint.sdc
export NUM_CORES = 4
export LEC_CHECK = 1
export CORE_AREA = 10 10 91 91
export DIE_AREA = 0 0 101 101
[/design/flow/constraint.sdc]
current_design DFF_32

set clk_period 1.1
set clk_io_pct 0.2

create_clock -name clk0 -period $clk_period [get_ports {clk}]

set non_clock_inputs [all_inputs -no_clocks]
set_input_delay [expr $clk_period * $clk_io_pct] -clock clk0 $non_clock_inputs
set_output_delay [expr $clk_period * $clk_io_pct] -clock clk0 [all_outputs]
[/design/flow/design.v]
`timescale 1ns/10ps
module DFF_multi #(parameter N = 1) (
	input  logic clk,
	input  logic reset,
	 input  logic wr_en,
	input  logic [N-1:0] d,
	output logic [N-1:0] q
);
	genvar i;
	generate
		for (i = 0; i < N; i = i + 1) begin : dff_gen
			D_FF_en d0(.clk(clk), .reset(reset), .wr_en(wr_en), .d(d[i]), .q(q[i]));
		end
	endgenerate
endmodule   
module DFF_32 (
	input  logic clk,
	input  logic reset,
	 input  logic wr_en,
	input  logic [31:0] d,
	output logic [31:0] q
);
	DFF_16 d0(.clk, .reset, .wr_en, .d(d[15:0]),   .q(q[15:0]));
	DFF_16 d1(.clk, .reset, .wr_en, .d(d[31:16]),  .q(q[31:16]));
endmodule   
module DFF_16 (
    input  logic clk,
    input  logic reset,
	 input  logic wr_en,
    input  logic [15:0] d,
    output logic [15:0] q
);
    DFF_4 d0(.clk, .reset, .wr_en, .d(d[3:0]),   .q(q[3:0]));
    DFF_4 d1(.clk, .reset, .wr_en, .d(d[7:4]),   .q(q[7:4]));
    DFF_4 d2(.clk, .reset, .wr_en, .d(d[11:8]),  .q(q[11:8]));
    DFF_4 d3(.clk, .reset, .wr_en, .d(d[15:12]), .q(q[15:12]));
endmodule   
module DFF_4 (
    input  logic clk,
    input  logic reset,
	 input  logic wr_en,
    input  logic [3:0] d,
    output logic [3:0] q
);
    D_FF_en d0(.clk, .reset, .wr_en, .d(d[0]), .q(q[0]));
	 D_FF_en d1(.clk, .reset, .wr_en, .d(d[1]), .q(q[1]));
	 D_FF_en d2(.clk, .reset, .wr_en, .d(d[2]), .q(q[2]));
	 D_FF_en d3(.clk, .reset, .wr_en, .d(d[3]), .q(q[3]));
endmodule   
module D_FF_en (clk, reset, wr_en, d, q);
	input  logic clk, reset;
	input  logic wr_en, d;
	output logic q;
	logic and1, and2, or1, not_wr_en;
	not #10 (not_wr_en, wr_en);
	and #10 (and1, q, not_wr_en);
	and #10 (and2, d, wr_en);
	or (or1, and1, and2);
	D_FF d0(.q, .d(or1), .reset, .clk);
endmodule   
module D_FF (q, d, reset, clk);
	output reg q;
	input d, reset, clk;
	always_ff @(posedge clk)
		if (reset)
			q <= 0;  
		else
			q <= d;  
endmodule 
==> Slide: Implementation Results <==
Synthesis and Place & Route Summary

Final timing
  • Final clock period utilization by the worst path: 95.5%
  • Setup repair after global routing missed its margin: no
  • Number of max-slew violations in the final report: 0
  • Timing-limited maximum frequency: 952 MHz
  • Measured slew at the worst slew-check pin: between 0.15 and 0.2 ns
  • Final critical-path required period: 1.05 ns
  • Final hold vios: 0
  • Worst relative slew slack: 86.7%
  • Final setup margin: 0.0495 ns
  • Final-report setup violation count: 0
  • Maximum clock skew at final layout: 0 ns

Final layout
  • Register Area: 681 um^2
  • Layout cells sized above 1: 25.4%
  • P&R area growth vs syn: 40.6%
  • Combined area of the multi-input logic cells: 440 um^2
  • Tally of filler cells in the layout: 650

Critical path
  • Worst-path cell chain: dlygate4sd2_1
  • Instance count on the critical path: 1
  • Delay contributed by the slowest stage of the critical path: 0.32 ns
  • Endpoint arrival time on the critical path: 0.83 ns
  • Highest net fanout along the worst path: 2
  • Crit Path Class: reg2out
  • Worst setup EP type: output port
  • Data required time at the worst endpoint: 0.88 ns
  • Crit path launch type: flop
  • Dominant delay contributor by cell family on the critical path: flip-flops
  • Depth of the worst register-to-register path: 2
  • Slowest library cell on the worst path: dfxtp_2
  • Total buffers and inverters traversed by the critical path: 1

Synth
  • Number of flops mapped to enable cells by yosys: 0
  • Yosys Chip Area: 1400 um^2
  • Count of distinct cell types in the synthesized netlist: 7
  • Cell types occupying the most area after synthesis: dfxtp_1 (46%), mux2i_1 (23%), buf_4 (17%), nor2_1 (8.6%), buf_12 (4.3%)
  • Ys async rst share: 0%
  • Ys flops: 32
  • Average size of a mapped cell: 10.4 um^2
  • Post-Syn Area: around 1400 um^2
  • Synth top area share: 45.6%
  • Instance count of the mapped netlist: between 100 and 150
  • Sequential area share after synthesis: 45.6%
  • # Cells Yosys: 135
  • Largest area contributor in the netlist: dfxtp_1
  • Prevailing post-synth register cell: dfxtp_1
  • Warnings, synthesis: 1
  • Most frequent cells after synthesis: buf_4 (32), dfxtp_1 (32), mux2i_1 (32), nor2_1 (32)

Clock tree
  • Post-CTS clock slew at the launch and capture registers of the worst setup and hold paths: around 0.070 ns
  • CTS H-tree depth: 2
  • Post-CTS setup buffer count: 0
  • Max clock buf depth: 2
  • TritonCTS clock tree: yes
  • Root Buffer: clkbuf_8
  • Worst skew pair latency: 0.27 ns
  • Inserted Clock Buffers: 5
  • TritonCTS sink count: 32

Drt
  • Initial drt markers: 9
  • Number of antenna-violating nets in the routed design: 0
  • Remaining design rule violation count: 0
  • Number of inserted diodes: 0
  • Number of optimization iterations in the first detailed-route pass: 4
  • Average vias per placed instance: between 3 and 4
  • Routed length per instance: about 12 um
  • Final WL: 3.03 mm
  • Total vias in the final route: 924

Floorplan
  • Core utilization at floorplan: between 20% and 30%
  • Die Height: 101 um
  • Die Outline Area: 10,200 um^2
  • Area of the core: 6350 um^2
  • I/O pins: 67
  • Number of core rows: 29
  • Horizontal die dimension: 101 um

Global routing
  • Number of global-route vias before repair: 1,016
  • Largest net degree at the start of global routing: 33
  • Remaining global-route overflow: 0
  • Wire length of the first global-routing pass: 4.93 mm
  • Overall global routing resource usage: between 5 and 6%
  • Initial antenna violation count: 0

Worst hold path
  • Hold path depth: 4
  • Min-Delay Path Class: in2reg

Pwr
  • Power density of the placed cells: 1290 nW/um^2
  • Peak supply drop: 0.000556 V
  • Total power of the final layout: 2.54 mW
  • Leakage power of the design: 0.960 nW

Place
  • Routability congestion estimate from global placement: approximately 0.7
  • IO Port Bufs: 66
  • Dpl ws: -0.0245 ns
  • Detailed-placement wirelength estimate: ~2.3 mm

Flow run
  • Total of max-cap violations: 0
  • Number of OpenROAD warnings: 25

Run status
  • Result of the run: completed
==> kinds of logic after synthesis <==
kind of cell           after synthesis  synth area share, %
flip-flops                          32                 45.6
multiplexers                        32                 22.8
AND/OR/NAND/NOR                     32                 8.56
buffers and inverters               39                 23.0
==> area by class of cell <==
class	instances	area share, %
clock inverter	2	0.507
tap	77	4.88
clock buffer	6	4.18
sequential	32	34.5
multi-input combinational	64	22.3
timing repair buffer	69	33.7
==> report_power, final <==
part / total [mW] / leakage [nW] / internal, mW / switching [mW]
clock: 0.912 / 0.0510 / 0.499 / 0.414
combinational: 0.360 / 0.633 / 0.249 / 0.111
sequential: 1.27 / 0.275 / 1.24 / 0.0286
==> layout by cell type, fill, tap and decap left out <==
cell / instances
buf_12: 2
buf_2: 1
buf_4: 1
clkbuf_8: 6
clkdlybuf4s15_1: 1
clkdlybuf4s50_1: 33
clkinv_2: 2
dfxtp_2: 32
dlygate4sd2_1: 31
mux2i_1: 32
nor2_1: 32
==> repair_timing <==
action	in CTS	in global routing
gates resized	64	1
hold endpoints to repair	0	0
endpoints found under the setup margin	32	1
hold buffers	0	0
==> path summary, 6_finish.rpt <==
check / from / endpoint / slack (ns)
setup / recovery: flop / q[20] / 0.05
setup reg to reg: flop / flop / 0.49
hold reg to reg: flop / flop / 0.48
hold / removal: wr_en / flop / 0.45
==> metrics by stage <==
| step | setup TNS (ns) | std cells | utilization (%) | instance area (um^2) | hold slack, ns |
|---|---|---|---|---|---|
| floorplan | 0 | 135 | - | 1400 | 0.292 |
| global placement | -0.371 | 242 | 29.6 | 1880 | 0.473 |
| detailed placement | -0.611 | 242 | 29.6 | 1880 | 0.480 |
| CTS | 0 | 250 | 31.1 | 1970 | 0.449 |
| global route | 0 | 250 | 31.1 | 1970 | 0.462 |
| finish | 0 | 250 | 31.1 | 1970 | 0.448 |
==> metal layers <==
metal / track usage (%) / routed length, um
met5: 0 / 0
met4: 0.965 / 34
met3: 3.81 / 477
met2: 8.40 / 1240
met1: 7.18 / 1270
Power figures rest on the tool's default switching activity, not on a simulated workload.
